===== design/flow/config.mk =====
export PLATFORM = sky130hd
export DESIGN_NAME = Control_Unit
export DESIGN_NICKNAME = Control_Unit
export VERILOG_FILES = /design/flow/design.v
export SDC_FILE = /design/flow/constraint.sdc
export NUM_CORES = 4
export LEC_CHECK = 1
export CORE_AREA = 10 10 82 82
export DIE_AREA = 0 0 92 92

===== design/flow/constraint.sdc =====
current_design Control_Unit

set clk_period 2.5
set clk_io_pct 0.2

create_clock -name clk0 -period $clk_period [get_ports {clk}]

set non_clock_inputs [all_inputs -no_clocks]
set_input_delay [expr $clk_period * $clk_io_pct] -clock clk0 $non_clock_inputs
set_output_delay [expr $clk_period * $clk_io_pct] -clock clk0 [all_outputs]

===== design/flow/design.v =====
module Control_Unit (
    input wire clk,
    input wire rst_n,
    input wire [6:0] instruction_opcode,
    output reg pc_write,
    output reg ir_write,
    output reg pc_source,
    output reg reg_write,
    output reg memory_read,
    output reg is_immediate,
    output reg memory_write,
    output reg pc_write_cond,
    output reg lorD,
    output reg memory_to_reg,
    output reg [1:0] aluop,
    output reg [1:0] alu_src_a,
    output reg [1:0] alu_src_b
);
localparam FETCH              = 4'b0000;
localparam DECODE             = 4'b0001;
localparam MEMADR             = 4'b0010;
localparam MEMREAD            = 4'b0011;
localparam MEMWB              = 4'b0100;
localparam MEMWRITE           = 4'b0101;
localparam EXECUTER           = 4'b0110;
localparam ALUWB              = 4'b0111;
localparam EXECUTEI           = 4'b1000;
localparam JAL                = 4'b1001;
localparam BRANCH             = 4'b1010;
localparam JALR               = 4'b1011;
localparam AUIPC              = 4'b1100;
localparam LUI                = 4'b1101;
localparam JALR_PC            = 4'b1110;
localparam LW      = 7'b0000011;
localparam SW      = 7'b0100011;
localparam RTYPE   = 7'b0110011;
localparam ITYPE   = 7'b0010011;
localparam JALI    = 7'b1101111;
localparam BRANCHI = 7'b1100011;
localparam JALRI   = 7'b1100111;
localparam AUIPCI  = 7'b0010111;
localparam LUII    = 7'b0110111;
reg [3:0] estado, prox_estado;
always @(posedge clk or negedge rst_n) begin
    if(!rst_n) begin
        estado <= FETCH;
    end else begin
        estado <= prox_estado;
    end
end
always @(*) begin
    pc_write      = 0;
    ir_write      = 0;
    pc_source     = 0;
    reg_write     = 0;
    memory_read   = 0;
    is_immediate  = 0;
    memory_write  = 0;
    pc_write_cond = 0;
    lorD          = 0;
    memory_to_reg = 0;
    aluop         = 2'b00;
    alu_src_a     = 2'b00;
    alu_src_b     = 2'b00;
    case(estado)
        FETCH: begin
            memory_read = 1;
            alu_src_a = 2'b00;
            lorD = 0;
            ir_write = 1;
            alu_src_b = 2'b01;
            aluop = 2'b00;
            pc_write = 1;
            pc_source = 0;
            prox_estado = DECODE;
        end
        DECODE: begin
            alu_src_a = 2'b10;
            alu_src_b = 2'b10;
            aluop = 2'b00;
            case(instruction_opcode)
                LW: begin
                    prox_estado = MEMADR;
                end
                SW: begin
                    prox_estado = MEMADR;
                end
                RTYPE: begin
                    prox_estado = EXECUTER;
                end
                ITYPE: begin
                    prox_estado = EXECUTEI;
                end
                JALI: begin
                    prox_estado = JAL;
                end
                BRANCHI: begin
                    prox_estado = BRANCH;
                end
                JALRI: begin
                    prox_estado = JALR_PC;
                end
                AUIPCI: begin
                    prox_estado = AUIPC;
                end
                LUII: begin
                    prox_estado = LUI;
                end
            endcase
        end
        MEMADR: begin
            alu_src_a = 2'b01;
            alu_src_b = 2'b10;
            aluop = 2'b00;
            if(instruction_opcode == LW) begin
                prox_estado = MEMREAD;
            end else if(instruction_opcode == SW) begin
                prox_estado = MEMWRITE;
            end
        end
        MEMREAD: begin
            memory_read = 1;
            lorD = 1;
            prox_estado = MEMWB;
        end
        MEMWB: begin
            reg_write = 1;
            memory_to_reg = 1;
            prox_estado = FETCH;
        end
        MEMWRITE: begin
            memory_write = 1;
            lorD = 1;
            prox_estado = FETCH;
        end
        AUIPC: begin
            alu_src_a = 2'b10;  
            alu_src_b = 2'b10;
            aluop = 2'b00;
            prox_estado = ALUWB;
        end
        ALUWB: begin
            reg_write = 1;
            memory_to_reg = 0;
            prox_estado = FETCH;
        end
        JAL: begin
            alu_src_a = 2'b10;
            alu_src_b = 2'b01;
            pc_write = 1;
            pc_source = 1;
            aluop = 2'b00;
            prox_estado = ALUWB;
        end
        EXECUTEI: begin
            alu_src_a = 2'b01;
            alu_src_b = 2'b10;
            aluop = 2'b10;
            is_immediate = 1;
            prox_estado = ALUWB;
        end
        EXECUTER: begin
            alu_src_a = 2'b01;
            alu_src_b = 2'b00;
            aluop = 2'b10;
            prox_estado = ALUWB;
        end
        LUI: begin
            alu_src_a = 2'b11;
            alu_src_b = 2'b10;
            aluop = 2'b00;
            prox_estado = ALUWB;
        end
        JALR_PC: begin
            alu_src_a = 2'b01;
            alu_src_b = 2'b10;
            aluop = 2'b00;
            prox_estado = JALR;
        end
        JALR: begin
            alu_src_a = 2'b10;
            alu_src_b = 2'b01;
            pc_write = 1;
            pc_source = 1;
            aluop = 2'b00;
            is_immediate = 1;
            prox_estado = ALUWB;
        end
        BRANCH: begin
            alu_src_a = 2'b01;
            alu_src_b = 2'b00;
            aluop = 2'b01;
            pc_write_cond = 1;
            pc_source = 1;
            prox_estado = FETCH;
        end
        default: begin
            prox_estado = FETCH;
        end
    endcase
end
endmodule

===== design/flow/run.sh =====
#!/bin/bash
# OpenROAD 26Q1-2900-gdf79404cd8, Yosys 0.63+post, stock flow scripts
make -C /OpenROAD-flow-scripts/flow DESIGN_CONFIG=/design/flow/config.mk WORK_HOME=/design/flow/orfs finish

==> results.txt <==
status -> completed
total grt overflow -> 0
Cells after Synth -> 91
final WL -> 2004 um
layout cells sized above 1 -> 6.140%
P_leak -> 0.3587 nW
core area -> 0.005075 mm2
hold_buf cts -> 0
Synth mux share -> 3.168%
Iter 0 DRT Violations -> 61
RSZ-0062 raised after global routing -> no
clock-pin slew on the worst setup and hold paths -> 0.03 ns
relative slew slack -> 69.18%
DR vias/cell -> 3.995
Die X -> 92 um
endpoints left unconstrained -> 8
worst path cell trace -> nand2b_1, nand2_1, nor3_1, clkdlybuf4s50_1
number of cells in Yosys stat -> 91
final hold violation count -> 0
vias in the first global route -> 677
chip area -> 0.008464 mm2
Top cell area share -> 15.84%
Basic Gates by Area -> 40.40%
post-CTS setup buffers -> 0
worst slack at placement -> 0.3924 ns
setup slack after layout -> 0.2078 ns
DIE HEIGHT -> 92 um
Initial Util -> 12.45%
Largest logic family -> simple AND/OR/NAND/NOR gates
Yosys cell types -> 33
adder share -> 0%
IO Port Bufs -> 24
CTS H-tree lvls -> 1
tool warnings -> 25
crit path DAT -> 1.79 ns
largest net degree at the start of global routing -> 16
number of I/O pins -> 25
post-synthesis xor/xnor area fraction -> 1.386%
Yosys top cell by instances -> nor2_1
Min Clock Period, post-route -> 2.292 ns
CTS Buf Count -> 3
Post-synth EDFFs -> 0
max-cap viol count -> 0
clock tree root driver cell -> clkbuf_8
num rows -> 26
Slowest cell on crit path -> dfrtp_1
DR WL/cell -> 10.89 um
hpwl dp -> 1646 um
crit end category -> primary output
CTS tree -> yes
fin. max-slew vios -> 0
top cells, area -> dfrtp_1 (16%), dlxtn_1 (9.5%), nor2_1 (8.9%)
DRC -> 0
top cells by count -> nor2_1 (15), nand2_1 (9), clkbuf_1 (6), o21ai_0 (6)
fmax -> 436.3 MHz
Worst Tran Pin Value -> 0.4623 ns
period utilisation layout -> 91.69%
antenna cell count -> 0
initial antenna violation count -> 0
Power Density -> 266.7 mW/mm2
startpoint types -> register
Routability Congestion -> 0.8102
aoi share -> 24.36%
post-synth top area cell -> dfrtp_1
post-route setup TNS -> 0 ns
First-pass DRT Iterations -> 4
endpoints failing setup -> 0
Async SR Flop Fraction -> 50.00%
FILL cells -> 601
WP data required -> 2.00 ns
CTS max path bufs -> 2
Fin Hold WS -> 0.4808 ns
Cell Area, Synth -> 631.9 um2
Avg Synthesized Cell Area -> 6.943 um2
Final ANT Viol Nets -> 0
ys flops -> 8
Ys Warns -> 1
routed via count -> 735
global-route wire length before repair -> 3360 um
Layout Cells excl Fill -> 184
register pins left without a clock -> 4
CP max stage delay -> 0.58 ns
GRT Util Overall -> 4.557%
Area Overhead vs Synth -> 57.23%
dominant register cell -> dlxtn_1
HP Class -> in2async
crit path kind -> reg2out
cts repair resizes -> 0
placed insts -> 181
Chip Area, Yosys -> 631.9 um2
Max VDD drop -> 0.1082 mV
crit-path max FO -> 15
Final Power -> 0.0002650 W
area by class of cell:
| cell class | count | area [um2] | area share [%] |
|---|---|---|---|
| tap | 70 | 87.58 | 8.816 |
| inverter | 1 | 3.754 | 0.3778 |
| timing repair buffer | 27 | 262.8 | 26.45 |
| multi-input combinational | 75 | 437.9 | 44.08 |
| sequential | 8 | 160.2 | 16.12 |
| clock buffer | 3 | 41.29 | 4.156 |
cells by family (layout without fill, tap and decap cells):
| logic type | after synthesis | count (layout) |
|---|---|---|
| and+or+nand+nor | 50 | 50 |
| DFF | 4 | 4 |
| latches | 4 | 4 |
| xor gates and xnor gates | 1 | 1 |
| buffers and inverters | 8 | 31 |
| AOI/OAI and AO/OA | 22 | 22 |
| muxes | 2 | 2 |
report_power, final:
group / switching [W] / total [W] / internal [W]
clock network: 0.0000320 / 0.000134 / 0.000102
logic: 0.0000258 / 0.0000581 / 0.0000323
registers: 0.00000285 / 0.0000724 / 0.0000696
final timing paths:
kind	cells past startpoint	slack, ns	start	to
max	4	0.21	estado[1]	memory_read
min	1	0.48	rst_n	estado[2]
max in group asynchronous	1	1.86	rst_n	estado[0]
min in group clk0	2	1.56	estado[0]	memory_to_reg
cell usage in the layout, fill, tap and decap left out, drive strengths merged, types with 2 or more instances in the layout:
cell type      instances
nand2b                 5
nand3                  2
a221oi                 2
a21oi                  3
mux2i                  2
and3b                  2
nor3b                  2
dlxtn                  4
nor3                   4
o31ai                  2
or3                    2
o21ai                  6
nor2b                  5
dfrtp                  4
clkdlybuf4s50         24
nor2                  15
buf                    3
clkbuf                 3
nand2                  9
through the flow:
| stage | util [%] | instance area, um2 |
|---|---|---|
| detailed placement | 18.76 | 952.2 |
| global placement | 18.76 | 952.2 |
| floorplan | - | 631.9 |
| finish | 19.58 | 993.5 |
| CTS | 19.58 | 993.5 |
| global route | 19.58 | 993.5 |
worst max-delay path: cells and delay by family (launching register included):
family        cells  cell delay [ns]
buf+inv           1             0.49
simple gates      3             0.50
flops             1             0.58
layer usage:
metal	share of wire, %	vias to the layer above	track usage (%)
met5	0	-	0
met4	2.3	0	1.157
met3	7.2	4	0.9885
met2	39	31	6.294
met1	51	320	6.927
li1	-	380	-
sequential cells by signal (all words and copies together), names as in the netlist:
register,flops
estado,4
prox_estado,4
Power is estimated from default activity; no workload was simulated.
